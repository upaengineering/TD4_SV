File: ./run.sh
#!/bin/bash
# OpenROAD 26Q1-2900-gdf79404cd8, Yosys 0.63+post, stock flow scripts
make -C /OpenROAD-flow-scripts/flow DESIGN_CONFIG=/design/flow/config.mk WORK_HOME=/design/flow/orfs finish
File: ./config.mk
export PLATFORM = sky130hd
export DESIGN_NAME = td4
export DESIGN_NICKNAME = td4
export VERILOG_FILES = /design/flow/design.v
export SDC_FILE = /design/flow/constraint.sdc
export NUM_CORES = 4
export LEC_CHECK = 1
export CORE_AREA = 10 10 89 89
export DIE_AREA = 0 0 99 99
File: ./constraint.sdc
current_design td4

set clk_period 3.0
set clk_io_pct 0.2

create_clock -name clk0 -period $clk_period [get_ports {clk}]

set non_clock_inputs [all_inputs -no_clocks]
set_input_delay [expr $clk_period * $clk_io_pct] -clock clk0 $non_clock_inputs
set_output_delay [expr $clk_period * $clk_io_pct] -clock clk0 [all_outputs]
File: ./design.v
module decode(
input	logic [3:0] op,
input	logic cflag,
output	logic sel_a, sel_b,
output	logic [3:0] load_b);
logic	[4:0]	decode_in;
logic	[5:0]	decode_out;
assign	decode_in = {op, cflag};  
function	[5:0]	select;
input	[4:0]	decode_in;
	casez (decode_in)
	5'b0000?:	select = 6'b000111;  
	5'b0001?:	select = 6'b010111;  
	5'b0010?:	select = 6'b100111;  
	5'b0011?:	select = 6'b110111;  
	5'b0100?:	select = 6'b001011;  
	5'b0101?:	select = 6'b011011;  
	5'b0110?:	select = 6'b101011;  
	5'b0111?:	select = 6'b111011;  
	5'b1001?:	select = 6'b011101;  
	5'b1011?:	select = 6'b111101;  
	5'b11100:	select = 6'b111110;  
	5'b11101:	select = 6'b111111;  
	5'b1111?:	select = 6'b111110;  
	default:	select = 6'bxxxxxx;
	endcase
endfunction
assign	decode_out = select(decode_in);
assign	sel_a = decode_out[4];
assign	sel_b = decode_out[5];
assign	load_b[3] = decode_out[0];
assign	load_b[2] = decode_out[1];
assign	load_b[1] = decode_out[2];
assign	load_b[0] = decode_out[3];
endmodule
module dff(
input	logic clk, rst_b, d,
output	logic q, q_b);
always_ff @(posedge clk, negedge rst_b) begin
	if (!rst_b)
		q <= 1'b0;	 
	else 
		q <= d;
end
assign q_b = ~q;
endmodule
module dsel(
input	logic a, b,
input	logic [3:0] c0, c1, c2, c3,
output	logic [3:0] y);
logic	[1:0]	sel;
assign	sel = {b, a};
function	[3:0]	select;
input	[3:0]	c0, c1, c2, c3;
input	[1:0]	sel;
	case (sel)
	2'b00:		select = c0;
	2'b01:		select = c1;
	2'b10:		select = c2;
	2'b11:		select = c3;
	default:	select = 4'bxxxx;
	endcase
endfunction
assign	y = select(c0, c1, c2, c3, sel);
endmodule
module fulladd(
input	logic cin,
input	logic [3:0] a, b,
output	logic [3:0] q,
output	logic cout);
assign	{cout, q} = a + b + cin;
endmodule
module pc(
input	logic clk, rst_b, load_b,
input	logic [3:0] d,
output	logic [3:0] q);
always_ff @(posedge clk, negedge rst_b)
	if (!rst_b)
		q <= 4'b0;	 
	else if (load_b)
		q <= q + 4'b1;	 
	else
		q <= d;	 
endmodule
module reg_4bit(
input	logic clk, rst_b, load_b,
input	logic [3:0] d,
output	logic [3:0] q);
always_ff @(posedge clk, negedge rst_b)
	if (!rst_b)
		q <= 4'b0;	 
	else if (!load_b)
		q <= d;	 
endmodule
module rom(
input	logic [3:0] address,
output	logic [7:0] data);
function	[7:0]	select;
input	[3:0]	address;
	case (address)
	4'b0000:	select = 8'b10110111;  
	4'b0001:	select = 8'b00000001;  
	4'b0010:	select = 8'b11100001;  
	4'b0011:	select = 8'b00000001;  
	4'b0100:	select = 8'b11100011;  
	4'b0101:	select = 8'b10110110;  
	4'b0110:	select = 8'b00000001;  
	4'b0111:	select = 8'b11100110;  
	4'b1000:	select = 8'b00000001;  
	4'b1001:	select = 8'b11101000;  
	4'b1010:	select = 8'b10110000;  
	4'b1011:	select = 8'b10110100;  
	4'b1100:	select = 8'b00000001;  
	4'b1101:	select = 8'b11101010;  
	4'b1110:	select = 8'b10111000;  
	4'b1111:	select = 8'b11111111;  
	default:	select = 8'bxxxxxxxx;
	endcase
endfunction
assign	data = select(address);
endmodule
module td4(
input	logic [3:0] in,
input	logic clk, rst_b,
output	logic [3:0] out);
logic [7:0] data;
logic [3:0] reg_a_out, reg_b_out, dsel_in3, address, load_b, dsel_out, alu_out;
logic alu_cin, cflag_raw, cflag_b, sel_a, sel_b, cflag;
decode decode0(
.op(data[7:4]),
.cflag(cflag),
.sel_a(sel_a),
.sel_b(sel_b),
.load_b(load_b)
);
dsel dsel0(
.a(sel_a),
.b(sel_b),
.c0(reg_a_out),
.c1(reg_b_out),
.c2(in),
.c3(dsel_in3),
.y(dsel_out)
);
fulladd alu0(
.cin(alu_cin),
.a(dsel_out),
.b(data[3:0]),
.q(alu_out),
.cout(cflag_raw)
);
dff dff0(
.clk(clk),
.rst_b(rst_b),
.d(cflag_raw),
.q(cflag),
.q_b(cflag_b)
);
reg_4bit reg_a(
.clk(clk),
.rst_b(rst_b),
.load_b(load_b[0]),
.d(alu_out),
.q(reg_a_out)
);
reg_4bit reg_b(
.clk(clk),
.rst_b(rst_b),
.load_b(load_b[1]),
.d(alu_out),
.q(reg_b_out)
);
reg_4bit output_port0(
.clk(clk),
.rst_b(rst_b),
.load_b(load_b[2]),
.d(alu_out),
.q(out)
);
pc pc0(
.clk(clk),
.rst_b(rst_b),
.load_b(load_b[3]),
.d(alu_out),
.q(address)
);
rom rom0(
.address(address),
.data(data)
);
assign dsel_in3 = 4'b0000;
assign alu_cin = 1'b0;
endmodule
==> impl_metrics.py <==
# Generated from Yosys and OpenROAD reports
metrics = {
    "final_timing": {
        "rsz0062_at_grt": "yes",
        "period_needed_ns": 2.82,
        "tightestPinTransition_ns": 0.748,
        "hold_slack_ns": 0.489,
        "hold_viol_final": 0,
        "drv_slew": 0,
        "finalSetupViolCount": 0,
        "fmax_mhz": 354,
        "finalClockPeriodUsage": 0.942,
        "slew_headroom": 0.499,
        "finClkSkew_ns": 0.00176,
    },
    "critical_path": {
        "rr_startpoint": "pc0.q[0]",
        "cp_max_fo": 4,
        "arrival_ns": 2.95,
        "max_stage_delay_ns": 0.50,
        "rrSetupSlack_ns": 0.18,
        "crit_path_top_delay_cell": "mux4_2",
        "critPathTopFamily": "multiplexers",
        "cp.buffers_inverters": 2,
        "path_depth": 11,
        "r2r-end": "output_port0.q[3]",
        "required_ns": 3.12,
        "crit_chain": "inv_1 -> ha_1 -> inv_1 -> mux4_2 -> a21oi_2 -> a22o_1 -> ha_1 -> a21o_1 -> a21oi_2 -> xnor2_2 -> mux2_1",
        "worstRegToRegCells": 11,
        "path_class": "reg2reg",
        "crit_path_end_kind": "flip-flop",
        "start_kind": "flip-flop",
    },
    "placed_design": {
        "hpwl_um": 1510,
        "port_buffers": 5,
        "post_dp_cell_area_um2": 1270,
        "gp_congestion": 0.812,
    },
    "clock_network": {
        "clockRootBuffer": "clkbuf_8",
        "clock_latency_ns": 0.24,
        "cts_tree": "done",
        "cts_sinks": 17,
        "cts_made_buffers": 3,
        "h-tree-depth": 1,
        "path_clk_slew_ns": 0.06,
        "cts_hold_buffers": 0,
        "clock_path_buffers": 2,
    },
    "grt": {
        "antenna_found_initial": 0,
        "grt_pass1_vias": 751,
        "globalRouteTotalUtil": 0.0414,
        "grt_first_pass_wirelength_um": 3560,
        "grt-ovfl-total": 0,
        "grt_max_degree": 18,
    },
    "min_path": {
        "hp-class": "reg2reg",
        "holdPathStages": 1,
        "hp-start": "output_port0.q[2]",
        "hold_end": "output_port0.q[2]",
    },
    "logic_synthesis": {
        "ys_seq_share": 0.385,
        "async_flop_share": 1.00,
        "synth.top_cell.area_share": 0.385,
        "ys_warn_count": 6,
        "ys.flop_type": "dfrtp_1",
        "yosys_area_um2": 1100,
        "edf_count": 0,
        "synth_flops": 17,
        "netlist_area_um2": 1100,
        "yosysUniqueCellTypes": 27,
        "synth_area_leader_cell": "dfrtp_1",
        "synth.avg_cell_area_um2": 11.9,
        "ys_cells": 93,
        "area_leaders": "dfrtp_1 (39%), ha_1 (14%), mux2_2 (11%)",
        "syn_inst": 93,
    },
    "detailed_routing": {
        "drtAntennaViolNets": 0,
        "drc": 0,
        "avgRoutedWirePerCell_um": 10.5,
        "num_vias": 696,
        "met2_length_um": 869,
        "wl_met1_um": 973,
        "routed-wl-met3_um": 36,
        "vias_per_cell": 3.85,
        "antennaDiodeCount": 0,
        "top_layer_used": "met4",
        "drt-total-wl_um": 1900,
        "first_pass_iters": 4,
        "drt_iter0_drc": 9,
    },
    "floorplanning": {
        "die_height_um": 99,
        "row_count": 28,
        "core_um2": 5990,
        "fp.dieW_um": 99,
        "fp-utilization": 0.184,
        "dieArea_um2": 9800,
        "num_io_pins": 10,
    },
    "power_and_ir_drop": {
        "pwr-share-seq": 0.580,
        "power.switching_w": 0.0000710,
        "power_w": 0.000395,
        "share_comb_of_total_power": 0.014,
        "internal_power_w": 0.000324,
        "cellLeakagePower_nw": 0.603,
        "switching_share": 0.180,
        "powerDensity_nw_per_um2": 296,
        "p_clk_frac": 0.406,
        "peakVddDrop_v": 0.000234,
    },
    "layout": {
        "area_growth_pct": 21.1,
        "post-route-cell-area_um2": 1340,
        "utilization": 0.223,
        "drive_gt1_frac": 0.255,
    },
    "flow_run": {
        "warnings": 36,
        "drv_cap": 0,
    },
    "outcome": {
        "status": "complete, no violations",
    },
}
registers in the layout, indices dropped and copies added (netlist names):
register        count
dff0.q              1
reg_b.q             4
pc0.q               4
output_port0.q      4
reg_a.q             4
cell usage after synthesis, drive strengths merged, types with 2 or more instances:
library cell  instances
a22o                  4
a21oi                 5
inv                   6
buf                   2
dfrtp                17
xnor2                 2
nand2                 4
nor2b                 2
nor2                  4
mux2                 15
o21ai                 2
ha                   12
mux2i                 5
o21a                  2
a21o                  3
worst register-to-register path: cells and delay by family, from the launching register on:
kind | cells | cell delay, ns
muxes | 2 | 0.81
DFF | 1 | 0.34
xor gates and xnor gates | 1 | 0.12
AOI/OAI and AO/OA | 4 | 0.74
adders and majority gates | 2 | 0.56
buffers and inverters | 2 | 0.14
placed cells by master (no fill, tap or decap):
master / instances
dfrtp_1: 17
ha_1: 12
mux2_2: 11
inv_1: 6
buf_4: 6
mux2i_1: 5
clkdlybuf4s50_1: 5
nand2_1: 4
nor2_1: 4
a22o_1: 4
mux2_1: 4
a21oi_2: 3
a21o_1: 3
clkbuf_8: 3
o21a_1: 2
o21ai_1: 2
a21oi_1: 2
nor2b_1: 2
mux4_2: 1
o31ai_1: 1
nor3b_1: 1
xor2_1: 1
o211ai_2: 1
xnor2_2: 1
nand3_1: 1
xnor2_1: 1
nor3_4: 1
fa_1: 1
clkbuf_1: 1
kinds of logic (layout without fill, tap and decap cells):
family / count (synthesis) / after routing / share of synthesized area
multiplexers: 21 / 21 / 0.219
flip-flops: 17 / 17 / 0.385
adder cells (fa/ha/maj): 13 / 13 / 0.154
XOR/XNOR: 3 / 3 / 0.0238
AND/OR/NAND/NOR: 13 / 13 / 0.0645
AND-OR/OR-AND: 18 / 18 / 0.119
buffers and inverters: 8 / 21 / 0.0351
metal layers:
| metal | track usage | vias to the layer above |
|---|---|---|
| met5 | 0 | - |
| met4 | 0.00882 | 0 |
| met3 | 0.00564 | 2 |
| met2 | 0.0671 | 5 |
| met1 | 0.0572 | 329 |
| li1 | - | 360 |
metrics by stage:
| stage | worst slack [ns] | TNS (ns) | cells |
|---|---|---|---|
| after detailed placement | 0.0314 | 0 | 176 |
| after global routing | -0.0136 | -0.0136 | 181 |
| after CTS | 0.0177 | 0 | 180 |
| final | 0.175 | 0 | 181 |
| after global placement | 0.0410 | 0 | 176 |
| after floorplan | 0.00697 | 0 | 93 |
power groups by stage:
stage,clock network [W],registers (W),logic [W]
after global routing,0.000179,0.000229,0.00000609
final,0.000161,0.000229,0.00000536
after CTS,0.000170,0.000229,0.00000568
area by class of cell:
class                   count  area (um2)
well taps                  75        93.8
multi-input cells          68         656
repair buffers             11        95.1
inverters                   6        22.5
flip-flops and latches     17         425
clock buffers               4        45.0
fillers                   630        4650
worst max path at each step:
stage	from	end	slack, ns
global route	pc0.q[0]	output_port0.q[3]	-0.01
CTS	pc0.q[0]	output_port0.q[3]	0.02
finish	pc0.q[0]	output_port0.q[3]	0.18
repair_timing:
action / in CTS / in global routing
resized: 0 / 4
setup buffers: 0 / 1
endpoints found under the setup margin: 0 / 12
Power and IR drop assume default switching activity.
